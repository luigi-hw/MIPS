==> flow/design.v <==
module alu(
			rega,
			regb,
			control,
			out_alu,
			cout,
			equal,
			zero,
			overflow
			);
parameter DATA_WIDTH = 16;
parameter OP_SIZE = 4;
localparam SHIFT_BITS = (DATA_WIDTH==32) ? 5 : 4;
    input 		[DATA_WIDTH-1:0] rega;
    input 		[DATA_WIDTH-1:0] regb;
	input 		[OP_SIZE-1:0] 	control;
    output reg 	[DATA_WIDTH-1:0]	out_alu;
    output reg 					cout;
	output reg 					zero;
	output reg					equal;
	output reg                  overflow;
	reg 		[DATA_WIDTH:0]	pre_out;
always @(rega or regb or control)
begin
	equal = (rega == regb) ? 1'b1 : 1'b0;
	overflow = 1'b0;
	pre_out = {1'b0, {DATA_WIDTH{1'b0}}};
	case (control)
		4'd0  : begin
					pre_out = ({1'b0, rega} + {1'b0, regb});
					overflow = (~(rega[DATA_WIDTH-1] ^ regb[DATA_WIDTH-1])) & (pre_out[DATA_WIDTH-1] ^ rega[DATA_WIDTH-1]);
				end
		4'd1  : begin
					pre_out = ({1'b0, rega} - {1'b0, regb});
					overflow = ((rega[DATA_WIDTH-1] ^ regb[DATA_WIDTH-1])) & (pre_out[DATA_WIDTH-1] ^ rega[DATA_WIDTH-1]);
				end
		4'd2  : pre_out = {1'b0, (rega & regb)};
		4'd3   : pre_out = {1'b0, (rega | regb)};
		4'd4  : pre_out = {1'b0, (rega ^ regb)};
		4'd5 : pre_out = {1'b0, (rega << regb[SHIFT_BITS-1:0])};
		4'd6 : pre_out = {1'b0, (rega >> regb[SHIFT_BITS-1:0])};
		4'd7  : pre_out = {1'b0, ({ {DATA_WIDTH-1{1'b0}}, ($signed(rega) < $signed(regb)) } )};
		4'd8  : pre_out = {1'b0, ~(rega | regb)};
		4'd9 : pre_out = {1'b0, ({ {DATA_WIDTH-1{1'b0}}, (rega < regb) } )};
		4'd10  : pre_out = {1'b0, (rega << regb[SHIFT_BITS-1:0])};
		4'd11 : pre_out = {1'b0, {DATA_WIDTH{1'b0}}};
		4'd12 : pre_out = {1'b0, $signed(rega) >>> regb[SHIFT_BITS-1:0]};
		4'd13 : begin
					pre_out = ({1'b0, rega} - {1'b0, regb});
					overflow = 1'b0;
				end
		4'd14 : begin
					pre_out = ({1'b0, rega} + {1'b0, regb});
					overflow = 1'b0;
				end
		4'd15  : pre_out = {1'b0, (rega >> regb[SHIFT_BITS-1:0])};
		default: begin
					pre_out = {1'b0, {DATA_WIDTH{1'b0}}};
					overflow = 1'b0;
				end
	endcase
end
always @(pre_out)
begin
		out_alu = pre_out[DATA_WIDTH-1:0];
		cout = pre_out[DATA_WIDTH];
		if (out_alu == {DATA_WIDTH{1'b0}})
			zero = 1'b1;
		else
			zero = 1'b0;
end		
endmodule
==> flow/run.sh <==
#!/bin/bash
# OpenROAD 26Q1-2900-gdf79404cd8, Yosys 0.63+post, stock flow scripts
make -C /OpenROAD-flow-scripts/flow DESIGN_CONFIG=/design/flow/config.mk WORK_HOME=/design/flow/orfs finish
==> flow/config.mk <==
export PLATFORM = sky130hd
export DESIGN_NAME = alu
export DESIGN_NICKNAME = alu
export VERILOG_FILES = /design/flow/design.v
export SDC_FILE = /design/flow/constraint.sdc
export NUM_CORES = 4
export LEC_CHECK = 1
export CORE_UTILIZATION = 30
==> flow/constraint.sdc <==
current_design alu

set clk_period 9.7
set clk_io_pct 0.2

create_clock -name clk0 -period $clk_period

set non_clock_inputs [all_inputs -no_clocks]
set_input_delay [expr $clk_period * $clk_io_pct] -clock clk0 $non_clock_inputs
set_output_delay [expr $clk_period * $clk_io_pct] -clock clk0 [all_outputs]
==> notes.md <==
Physical implementation.

- The number of fill cells is roughly 1.7k.
- In this run the standard cell core region covers around 0.017 mm^2.
- The worst slew margin relative to its limit is 39.0%.
- In this run the VDD rail shows a maximum IR drop of approximately 32 uV.
- The flow ran to the end, and the final reports show no timing, DRC or antenna violations.
- The total via count after detailed routing is approximately 5.7k.
- The last weighted congestion value of the routability-driven placer is 1.06.
- The shortest clock period the worst path allows after layout is 8.37 ns.
- The final timing report lists a max-slew violation count of 0.
- The slowest stage of the critical path is the clkdlybuf4s50_1 cell.
- The final worst hold slack is between 5 and 6 ns.
- The floorplan has around 47 rows.
- The count of non-filler cells in the finished layout is about 940.
- The source of the critical timing path is rega[9].
- The vertical die dimension reported for this design is approximately 130 um.
- Looking at the max-slew report, the worst-margin pin has a slew of between 0.9 and 1 ns.
- The stat command in Yosys gives a chip area of between 0.005 and 0.006 mm^2.
- The total number of sequential cells is 0.
- The worst setup path category is input port to output port.
- Hold-check failures listed in the final report amount to 0.
- Setup repair after global routing left no endpoint under its margin.
- Averaged over all synthesized cells, the footprint is ~7.2 um^2.
- The total congestion overflow after global routing is 0.
- The final HPWL from detailed placement is about 17000 um.
- OpenSTA lists the critical path endpoint as zero.
- The kind of cell adding the most delay to the critical path is buffers and inverters.
- For reference, the critical path cell chain is clkdlybuf4s50_1, inv_1, ha_1, inv_1, a221oi_1, nor2b_1, nor3b_1, o2111a_1, o21ai_0, a2111oi_2, nand4_1, nor4_2, clkdlybuf4s50_1.
- The arrival time of the worst setup path is 6.43 ns.
- The logic depth of the worst setup path including buffers is 13.
- STA lists the startpoint of the worst hold path as regb[15].
- between 50 and 60 I/O pins were placed.
- The final-layout clock buffer total is 0.
- The timing report notes that buffer and inverter cells on the critical path total 4.
- STA classifies the critical path startpoint as an input port.
- The number of library cell types mapped by synthesis is 86.
- The initial antenna violation count was 0.
- The most frequent logic cell in the layout is nor2_1.
- The number of DRC markers after the initial detailed-route iteration is around 650.
- The number of cells in the design after placement is about 940.
- The path class of the tightest hold or removal check is input port to output port.
- The cts-stage hold buffer count is 0.
- The count of instances resized after the clock tree is built is 0.
- The Yosys warning count is 1.
- The number of setup buffers added after CTS is 0.
- STA puts the critical path data required time at roughly 7.8 ns.
- The via count of the first global-routing pass is ~5.3k.
- Entering global routing, the biggest net connects ~43 pins.
- The total design power is 332 uW.
- The detail-routed via count per cell is roughly 6.1.
- The number of buffer cells added on primary ports is between 50 and 60.
- Dividing total power by cell area gives a power density of a little under 60 mW/mm^2.
- The worst setup path is captured at an output port.
- In the layout the commonest cells are nor2_1, nand2_1, clkdlybuf4s50_1.
- The overall die area is 0.0173 mm^2.
- In this run the horizontal extent of the chip is ~130 um.
- The sequential cell area fraction in the yosys report is 0%.
- The tool flagged a number of max-cap violations equal to 0.
- The cell count after synthesis came out at ~700.
- The aggregate negative setup slack is 0 ns.
- Wires add up to between 20000 and 25000 um.
- The highest cell delay on the worst timing path is about 0.81 ns.
- The analysis attributes to cell leakage a power of around 0.0022 uW.
- The detailed-router iteration count before antenna repair is 5.
- Before any placement, the netlist area is recorded as just over 0.005 mm^2.
- The flow measured a signed area growth from synthesis to layout of 11.5%.
- The critical path maximum fanout is 12.
- The detail route stage leaves a number of antenna-violating nets equal to 0.
- The tally of OpenROAD warnings is approximately 65.
- The number of diodes is 0.
- The total routing resource utilization after global routing is between 20% and 30%.
- The routed layout reports a DRC error count of 0.
- The effective utilization at floorplan is just over 30%.
- Summing all flip-flop and latch instances after layout gives 0 um^2.
- The number of cells in Yosys stat is 697.
- The core occupancy in the finished layout is approximately a third.
- Endpoints with negative setup slack in the final report add up to 0.
- The detailed-route wire length per cell is approximately 23 um.
- In the final layout, the share of cells above drive strength 1 is between 10 and 15%.
- The top achievable clock speed is about 120 MHz.
- The first global-routing pass estimated ~32000 um of wire.
- The final clock period utilization by the worst path is 86.3%.
## metal layers
layer | up-vias | global-route usage, % | wire length [um]
met5 | - | 0 | 0
met4 | 0 | 8.79 | 950
met3 | 53 | 6.19 | 1820
met2 | 305 | 36.2 | 9140
met1 | 2652 | 34.9 | 9280
li1 | 2678 | - | -
## cell families (layout without fill, tap and decap cells)
| kind of cell | count (synthesis) | in the layout | synth area share, % |
|---|---|---|---|
| multiplexers | 53 | 53 | 16.2 |
| AND/OR/NAND/NOR | 250 | 250 | 24.8 |
| AND-OR/OR-AND | 229 | 229 | 32.3 |
| buffers and inverters | 101 | 122 | 11.2 |
| XOR/XNOR | 13 | 13 | 2.63 |
| adder cells (fa/ha/maj) | 51 | 51 | 12.9 |
## cells in the mapped netlist (6+ instances only)
library cell	count	share of area, %
or2_2	9	1.1
and3_1	7	0.87
a21o_1	7	1.0
o21ai_0	36	3.6
o22ai_1	17	2.1
nor2b_1	10	1.2
o211ai_1	10	1.5
mux4_2	15	6.7
o221ai_1	6	1.0
ha_1	49	12
nor4_1	6	0.74
a22oi_1	15	2.2
clkbuf_1	11	0.82
or3_1	6	0.74
o21bai_1	6	0.89
buf_2	20	2.0
o21a_1	7	1.0
nor3_1	18	1.8
a31oi_1	11	1.4
buf_6	11	2.5
clkbuf_8	7	1.9
nand3b_1	8	1.2
inv_1	48	3.6
a211oi_1	9	1.3
nand3_1	22	2.2
nand2_1	61	4.5
mux2i_1	25	5.0
nor2_1	76	5.7
a21oi_1	41	4.1
xnor2_1	9	1.6
## through the flow
stage          setup WS, ns  cell area [um^2]
6_report               1.33              5630
5_1_grt                1.08              5630
4_1_cts                1.39              5630
3_5_place_dp           1.39              5630
3_3_place_gp           1.41              5630
2_1_floorplan          3.25              5050
## power by group
part | internal, uW | switching, uW | leakage [uW]
clock network | 0 | 0 | 0
registers | 0 | 0 | 0
logic | 140 | 192 | 0.00221
total | 140 | 192 | 0.00221
## final cells by class
cell class / count / area [um^2] / area share, %
Multi-Input combinational cell: 596 / 4480 / 79.6
Inverter: 48 / 180 / 3.20
Timing Repair Buffer: 74 / 691 / 12.3
Tap cell: 220 / 275 / 4.89
## worst min-delay path by stage
stage,end,slack (ns),depth (start not counted)
4_1_cts,cout,5.09,5
5_1_grt,cout,5.16,5
6_report,cout,5.08,5
Power is estimated from default activity; no workload was simulated.
