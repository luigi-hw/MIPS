**design.v**
```verilog
module regfile (
	clk, 
	w_data, 
	w_ena, 
	r1_data, 
	r2_data, 
	w_addr, 
	r1_addr, 
	r2_addr
	);
parameter MEM_WIDTH = 16;
parameter MEM_DEPTH = 31;
parameter ADDR_WIDTH = 5;  
input clk;
input w_ena;
input [MEM_WIDTH-1:0] w_data;
input [ADDR_WIDTH-1:0] w_addr, r1_addr;
input [ADDR_WIDTH-1:0] r2_addr;
output [MEM_WIDTH-1:0]r1_data;
output [MEM_WIDTH-1:0]r2_data;
reg [MEM_WIDTH-1:0]MEM[0:MEM_DEPTH];
assign r1_data = (r1_addr == 5'd0) ? {MEM_WIDTH{1'b0}} : MEM[r1_addr];
assign r2_data = (r2_addr == 5'd0) ? {MEM_WIDTH{1'b0}} : MEM[r2_addr];
always @(posedge clk)
begin
	if (w_ena)
		begin
			MEM[w_addr] <= w_data;
		end
end
endmodule
```
**run.sh**
```bash
#!/bin/bash
# OpenROAD 26Q1-2900-gdf79404cd8, Yosys 0.63+post, stock flow scripts
make -C /OpenROAD-flow-scripts/flow DESIGN_CONFIG=/design/flow/config.mk WORK_HOME=/design/flow/orfs finish
```
**config.mk**
```make
export PLATFORM = sky130hd
export DESIGN_NAME = regfile
export DESIGN_NICKNAME = regfile
export VERILOG_FILES = /design/flow/design.v
export SDC_FILE = /design/flow/constraint.sdc
export NUM_CORES = 4
export LEC_CHECK = 1
export CORE_UTILIZATION = 50
```
**constraint.sdc**
```tcl
current_design regfile

set clk_period 6.1
set clk_io_pct 0.2

create_clock -name clk0 -period $clk_period [get_ports {clk}]

set non_clock_inputs [all_inputs -no_clocks]
set_input_delay [expr $clk_period * $clk_io_pct] -clock clk0 $non_clock_inputs
set_output_delay [expr $clk_period * $clk_io_pct] -clock clk0 [all_outputs]
```
==> reports/qor.csv <==
stage,metric,value,unit
power,finalPower,0.007848,W
route,totalWireLength,69640,µm
setup_path,path_class,input port to output port,
global_route,grt_pass1_vias,14800,
placement,gp_congestion,0.9814,
synthesis,syn_area_per_cell,18.86,µm²
timing,drv_slew,0,
clock_tree,cts_setup_buffers,0,
setup_path,worstSetupEndpointType,output port,
timing,setup_viol,0,
clock_tree,clk_pin_slew,0.06,ns
route,firstDrtPassIters,16,
global_route,busiest_layer,met2,
setup_path,arrival,4.62,ns
floorplanning,fp.dieH,220.9,µm
timing,maxSlewHeadroom,0.2285,
final_layout,final-instance-count-excl-fill,2032,
synthesis,ys_async_sr_fraction,0,
power,pwr-share-clk,0.406,
synthesis,synth_flops,512,
synthesis,topCellsByArea,"edfxtp_1, mux4_2, mux2i_1",
synthesis,flop_cell,edfxtp_1,
synthesis,yosysWarnings,1,
route,drc,0,
power,power_density,287.2,mW/mm²
clock_tree,cts_max_level,2,
final_layout,logic_area,0.008040,mm²
placement,dp_cells,1933,
power,vdd_drop_max,0.2162,mV
synthesis,postSynthSeqShare,0.6420,
synthesis,synth-cells-yosys,1270,
placement,dp_hpwl,44930,µm
run_status,status,"complete, no violations",
global_route,grt_first_pass_wirelength,101700,µm
route,drt-wirelength-per-cell,34.27,µm
power,sequentialPowerShare,0.501,
power,p_leak,8.918,nW
power,p_sw,0.001764,W
synthesis,largest_area_cell,edfxtp_1,
final_layout,final_area,0.02733,mm²
floorplanning,fp_util,0.5111,
clock_tree,clockRootBuffer,clkbuf_16,
final_layout,syn2layout_area_growth,14.13,%
clock_tree,cts_num_sinks,512,
placement,placed_cell_area,0.02563,mm²
floorplanning,die_w,220.9,µm
clock_tree,post_cts_resized,0,
clock_tree,cts_inserted_buffers,54,
floorplanning,rows,79,
timing,worstMarginPinSlew,1.128,ns
setup_path,cp.required,4.88,ns
synthesis,synthCells,1270,
route,drt_iter0_drc,839,
global_route,grt_util_all_layers,0.3275,
power,switching_share,0.2247,
global_route,grt_antenna_before_repair,1,
flow_run,drv_cap,0,
global_route,grt_use_met1,0.4546,
global_route,grtUsageMet2,0.4559,
setup_path,start_kind,input port,
setup_path,worst-path-max-fanout,22,
clock_tree,clock_path_buffers,3,
worst_hold_path,worstHoldPathType,input port to register,
global_route,use_met3,0.2376,
route,final_antenna_net_count,0,
route,routed_via_density,6.711,
timing,hold_viol_final,0,
power,internal_power,0.006085,W
timing,max_freq,0.1711,GHz
final_layout,drive_gt1_frac,0.2797,
synthesis,top_area_frac,0.6420,
floorplanning,core_area,0.04685,mm²
synthesis,edf_count,512,
final_layout,reg_top3,MEM: 512 flops,
route,num_vias,13640,
synthesis,syn-cell-area,0.02395,mm²
floorplanning,dieArea,0.04877,mm²
floorplanning,ios,65,
timing,min_period,5.844,ns
final_layout,nFillCells,3455,
synthesis,ys_types,39,
placement,io_buffers,64,
synthesis,ys_chip_area,0.02395,mm²
timing,tns,0,ns
final_layout,finish.utilization,0.5833,
final_layout,regMostFlops,MEM,
clock_tree,cts_tree,built,
timing,rsz0062_at_grt,no,
timing,period_used_share,0.9580,
final_layout,largest_reg_flops,512,
global_route,grt_overflow,0,
power,pwr-share-comb,0.093,
global_route,grt_max_degree,69,
clock_tree,cts.hold.buffers_added,0,
flow_run,warnings,25,
final_layout,ff_latch_area,0.01537,mm²
-- metal layers --
metal,vias up,part of all wire
met3,85,0.17
met2,902,0.46
met5,-,0.0017
met1,6921,0.34
met4,2,0.025
li1,5726,-
-- path summary, 6_finish.rpt --
kind,start,end,depth (start not counted)
worst max-delay path,r2_addr[3],r2_data[8],6
worst min-delay path,w_data[13],MEM[24][13],2
-- stage by stage --
stage               hold slack (ns)  setup slack (ns)
finish                        1.467            0.2562
global route                  1.474            0.2419
CTS                           1.426            0.3354
detailed placement            2.074            0.3361
global placement              2.071            0.3848
floorplan                     1.319             2.224
-- synthesized netlist by cell type, types with 2 or more instances --
library cell and instances:
a2111oi_0 15, clkbuf_4 2, a31oi_1 7, clkbuf_1 46, mux2_2 9, edfxtp_1 512
or3b_2 5, o22ai_1 24, nor2b_1 20, o221ai_1 15, buf_2 17, nand2_1 4
buf_8 3, nand3b_1 7, nand3_1 3, mux4_1 14, a211oi_1 30, mux2i_1 154
nor4_1 9, mux4_2 173, and2_1 3, nor3_1 25, or3_1 3, buf_4 14
nor2_1 36, a22o_1 30, buf_6 18, a21oi_1 16, a22oi_1 46
-- layout by cell type, fill, tap and decap left out, drive strengths merged, types with 9 or more instances in the layout --
master,n
a2111oi,15
a211oi,30
a21oi,16
a22o,30
a22oi,46
buf,99
clkbuf,68
clkdlybuf4s50,58
clkinv,19
edfxtp,512
mux2,9
mux2i,154
mux4,187
nor2,36
nor2b,20
nor3,25
nor4,9
o221ai,15
o22ai,24
-- critical path, cell delays in order --
cell and delay (ns):
clkdlybuf4s50_1 0.83, or3b_2 0.71, o22ai_1 0.14, a2111oi_0 1.00, nor3_1 0.24, clkdlybuf4s50_1 0.48
-- power groups by stage --
stage | clock [W] | sequential (W) | combinational, W
6_report | 0.00319 | 0.00393 | 0.000730
4_1_cts | 0.00324 | 0.00393 | 0.000727
5_1_grt | 0.00337 | 0.00394 | 0.000772
-- area by class of cell --
class,count,share of cell area
repair buffers,157,0.05292
well taps,607,0.02779
diodes,2,0.0001831
flip-flops and latches,512,0.5625
multi-input cells,655,0.2942
clock buffers,68,0.05214
clock inverters,29,0.009980
inverters,2,0.0002747
-- cells by family (layout without fill, tap and decap cells) --
group | Yosys count | in the layout | synth area share
other | 0 | 2 | 0
DFF | 512 | 512 | 0.6420
AOI/OAI and AO/OA | 186 | 186 | 0.05831
buffers and inverters | 103 | 256 | 0.02659
and+or+nand+nor | 119 | 119 | 0.02644
muxes | 350 | 350 | 0.2467
No activity file was given, so power comes from the tool's default toggle rates.
